$ cat ./run.sh
#!/bin/bash
# OpenROAD 26Q1-2900-gdf79404cd8, Yosys 0.63+post, stock flow scripts
make -C /OpenROAD-flow-scripts/flow DESIGN_CONFIG=/design/flow/config.mk WORK_HOME=/design/flow/orfs finish
$ cat ./config.mk
export PLATFORM = sky130hd
export DESIGN_NAME = ALU
export DESIGN_NICKNAME = ALU
export VERILOG_FILES = /design/flow/design.v
export SDC_FILE = /design/flow/constraint.sdc
export NUM_CORES = 4
export LEC_CHECK = 1
export CORE_UTILIZATION = 30
$ cat ./constraint.sdc
current_design ALU

set clk_period 11.2
set clk_io_pct 0.2

create_clock -name clk0 -period $clk_period

set non_clock_inputs [all_inputs -no_clocks]
set_input_delay [expr $clk_period * $clk_io_pct] -clock clk0 $non_clock_inputs
set_output_delay [expr $clk_period * $clk_io_pct] -clock clk0 [all_outputs]
$ cat ./design.v
`timescale 1ns / 1ps
module ALU(
	input[2:0] ALUOp,
	input[31:0] A,
	input[31:0] B,
	output zero,
	output reg[31:0] result,
	output sign
);
	parameter _ADD=	3'b000;
	parameter _SUB=	3'b001;
	parameter _SLL=	3'b010;
	parameter _OR=	3'b011;
	parameter _AND=	3'b100;
	parameter _SLTU=	3'b101;
	parameter _SLT=	3'b110;
	parameter _XOR=	3'b111;
	assign zero=	result==0;
	assign sign=	result[31];
	always@(*)begin
		case(ALUOp)
		_ADD:	result=	A+B;
		_SUB:	result=	A-B;
		_SLL:	result=	A<<B;
		_OR:	result=	A|B;
		_AND:	result=	A&B;
		_SLTU:	result=	A<B;
		_SLT:	result=	A[31]!=B[31]?A[31]>B[31]:A<B;
		_XOR:	result=	A^B;
		default:	result=	0;
		endcase
	end
endmodule
==> GITHUB_STEP_SUMMARY <==
## Implementation flow summary

| Metric | Value |
|---|---|
| Leakage power | between 0.003 and 0.004 uW |
| DR WL/cell | 25.3 um |
| Tightest Pin Transition | 1.01 ns |
| Rel. slew slack | 32.4% |
| Area Overhead vs Synth | 16.7% |
| First-pass GRT wire length | 53,800 um |
| Vias in the first global route | 8,310 |
| Comb area | around 0.0067 sq mm |
| Pint | ~190 uW |
| # IOs | 101 |
| Resized cells post-CTS | 0 |
| CP Capture Type | primary output |
| FMAX | 0.0979 GHz |
| Die Size | ~0.025 sq mm |
| # setup viols final | 0 |
| Switching power total | 277 uW |
| Clk_buf instances | 0 |
| Detailed Route Iter0 Violations | 1,048 |
| Storage cell area | 0 sq um |
| Critical Path AT | 7.97 ns |
| Antenna Nets Post-Route | 0 |
| Setup bufs post-CTS | 0 |
| Gpl congestion | 1.02 |
| Vias per std cell | 6.34 |
| PortBufs | 101 |
| Top cell area share | 16.2% |
| Fin area | 0.00864 sq mm |
| Most frequent logic cell in the layout | clkdlybuf4s50_1 |
| Average size of a mapped cell | 6.98 sq um |
| Sequential share of the synthesized area | 0% |
| Largest net degree at the start of global routing | around 43 |
| Dpl cell area | 0.00864 sq mm |
| Top Layout Cells | clkdlybuf4s50_1, inv_1, ha_1 |
| Overall routing resource usage | 28.2% |
| Placed Cells | approximately 1,400 |
| Routed vias | 9,050 |
| Fin crit period | 10.21 ns |
| HPWL after DPL | 28,600 um |
| Final hold viol count | 0 |
| Num rows | between 50 and 60 |
| Comb pwr share | 100.0% |
| Post-CTS Hold Buffers | 0 |
| Die Span X | 159 um |
| Drt first pass iters | 22 |
| Initial antenna violation count | 1 |
| Post-Route WL | 36,100 um |
| Sequential power share | 0% |
| Largest area contributor in the netlist | ha_1 |
| RSZ-0062 raised after global routing | no |
| Area of the mapped netlist | 0.00741 sq mm |
| Startpoint Class | primary input |
| Grt ovf | 0 |
| Core region area | 0.0242 sq mm |
| Status | completed |
| Crit Path Class | primary input to primary output |
| Core Util at FP | 30.5% |
| Max VDD drop | 0.0000191 V |
| Post-Synthesis Cells | 1,061 |
| Non-Filler Instances | 1,428 |
| # Cells Yosys | between 1,000 and 1,500 |
| Hold depth | 6 |
| Max FO, Critical Path | 20 |
| Synth warn | 1 |
| Post-layout period usage | 91.2% |
| Max-slew violation count | 0 |
| Sw Share | between 50% and 60% |
| Fill count | ~2,600 |
| Residual DRC | 0 |
| Setup TNS Final | 0 ns |
| Netlist cell types | 79 |
| Layout cell share with drive strength beyond 1 | approximately 7% |
| Hold Path Class | primary input to primary output |
| Yosys chip area | 0.00741 sq mm |
| Die height | 159 um |
| Tally of OpenROAD warnings | 96 |
| Crit path DRT | roughly 9 ns |
| Flops | 0 |
| Synth top area cells | ha_1, mux4_2, a21oi_1 |
| Total power divided by cell area | 53.9 mW/mm^2 |
| Clock share of power | 0% |
| Max-Cap Viols | 0 |
-- power by group through the flow --
stage     Clock (uW)  Sequential [uW]  Combinational [uW]
6_report   0.0000207                0                 466
5_1_grt            0                0                 499
4_1_cts            0                0                 454
-- synthesized netlist by cell type (13+ instances only) --
| library cell | n |
|---|---|
| nand3_1 | 32 |
| nor2b_1 | 18 |
| nor4_1 | 20 |
| mux2i_1 | 22 |
| inv_1 | 98 |
| a21oi_1 | 84 |
| o31ai_1 | 16 |
| o21ai_0 | 59 |
| a31oi_1 | 13 |
| nand2_1 | 90 |
| a22oi_1 | 22 |
| nor3_1 | 24 |
| ha_1 | 96 |
| mux4_2 | 27 |
| o22ai_1 | 33 |
| clkbuf_1 | 59 |
| nor2_1 | 71 |
-- worst paths after layout --
kind / startpoint / to / slack (ns)
hold / removal: ALUOp[1] / result[1] / 5.87
setup / recovery: B[4] / zero / 0.99
-- kinds of logic (layout without fill, tap and decap cells) --
kind of cell,after synthesis,in the layout,share of synthesized area (%)
mux,61,61,14.6
fa+ha+maj,98,98,16.8
simple gates,340,340,23.5
other cells,0,1,0
compound gates,370,370,33.9
buf+inv,179,221,9.70
xor+xnor,13,13,1.54
-- layer usage --
| layer | up-vias | global-route usage (%) | routed length [um] |
|---|---|---|---|
| met4 | 0 | 5.07 | 723 |
| met1 | 4365 | 44.9 | 16600 |
| met3 | 48 | 3.91 | 3490 |
| met2 | 512 | 40.8 | 15200 |
| met5 | - | 0 | 0 |
| li1 | 4125 | - | - |
-- critical path, cell delays in order --
cell and delay, ns:
clkdlybuf4s50_1 0.95, inv_1 0.43, ha_1 0.54, nor2_1 0.14, a211oi_1 0.33, a21oi_1 0.17
o21ai_0 0.55, o21ai_0 0.33, o31ai_1 0.55, nor3_1 0.14, o311ai_0 0.44, mux2i_1 0.24
o21ai_1 0.12, nor4bb_1 0.31, clkdlybuf4s50_1 0.51
-- through the flow --
stage | utilization, % | setup slack (ns) | power (uW) | hold slack [ns]
5_1_grt | 35.6 | 0.521 | 499 | 5.92
3_3_place_gp | 35.6 | 1.14 | 457 | 5.89
6_report | 35.6 | 0.985 | 466 | 5.87
3_5_place_dp | 35.6 | 1.15 | 451 | 5.88
4_1_cts | 35.6 | 1.14 | 454 | 5.88
2_1_floorplan | - | 2.95 | 272 | 4.63
-- area by class of cell --
type	instances	share of cell area [%]
Antenna cell	1	0.0290
Multi-Input combinational cell	882	77.5
Inverter	98	4.26
Tap cell	324	4.69
Timing Repair Buffer	123	13.6
Power is estimated from default activity; no workload was simulated.
