==> flow/constraint.sdc <==
current_design MUX4L_32

set clk_period 1.0
set clk_io_pct 0.2

create_clock -name clk0 -period $clk_period

set non_clock_inputs [all_inputs -no_clocks]
set_input_delay [expr $clk_period * $clk_io_pct] -clock clk0 $non_clock_inputs
set_output_delay [expr $clk_period * $clk_io_pct] -clock clk0 [all_outputs]
==> flow/design.v <==
`timescale 1ns / 1ps
module MUX4L_32(
	input [1:0]control,
	input [31:0] in00,
	input [31:0] in01,
	input [31:0] in10,
	input [31:0] in11,
	output [31:0] out
);
	assign out = control[0] ? (control[1] ? in11 : in01) : (control[1] ? in10 : in00);
endmodule
==> flow/config.mk <==
export PLATFORM = sky130hd
export DESIGN_NAME = MUX4L_32
export DESIGN_NICKNAME = MUX4L_32
export VERILOG_FILES = /design/flow/design.v
export SDC_FILE = /design/flow/constraint.sdc
export NUM_CORES = 4
export LEC_CHECK = 1
export CORE_AREA = 10 10 95 95
export DIE_AREA = 0 0 105 105
==> flow/run.sh <==
#!/bin/bash
# OpenROAD 26Q1-2900-gdf79404cd8, Yosys 0.63+post, stock flow scripts
make -C /OpenROAD-flow-scripts/flow DESIGN_CONFIG=/design/flow/config.mk WORK_HOME=/design/flow/orfs finish
==> reports/summary.txt <==
Status: complete, but fails checks
Violated checks: negative setup slack
Core ar.: 0.00691 mm2
First-pass GRT wire length: 9430 um
Largest net degree at the start of global routing: 17
Crit Path Max Fanout: 8
Initial antenna violation count: 3
Warnings, synthesis: 0
CP Cell Sequence: buf_12 > buf_12 > mux4_2 > buf_6
Top cell by count, worst path: buf_12
P_sw: 0.222 mW
Seq/Total Area, Yosys: 0%
Commonest cells post-synth: mux4_2, buf_12, buf_2
Synthesized instance count: 39
# Cells Yosys: 39
CP startpoint kind: input port
Slowest CP cell: mux4_2
Comb power frac: 100.0%
Cell Int Power: 0.599 mW
Antenna Nets Post-Route: 0
Slew @ Worst Pin: 0.168 ns
RSZ-0062 raised after global routing: yes
Switching Share: 27.0%
Die Height: 105 um
Family with the most delay on the worst path: multiplexers
Rows: 30
Routed wire per std cell: 21.5 um
# DRC: 0
Buffers & Inverters on Critical Path: 3
Final Power: 0.821 mW
Pleak: 1.08 nW
Register area: 0 um2
Chip area in the Yosys report: 815 um2
Chip Area: 0.0110 mm2
Top-area cell share: 82.9%
Worst min-delay path category: in2out
Port Buf Inserts: 162
Synth cell types: 5
Final Hold Vio Count: 0
Power per cell area: 358 mW/mm2
Total grt overflow: 0
Synth area leader: mux4_2
Max-cap check violation count: 0
Area Overhead vs Synth: 181%
Vias in the first global route: 1533
Max incr delay on CP: 0.51 ns
Via count: 1221
Vias/cell: 4.08
Finished Cell Area: 0.00229 mm2
First DRT Iteration DRCs: 13
Post-route worst setup slack: -0.290 ns
Critical path class: in2out
GP Congestion: 0.787
Die width: 105 um
Total track usage: 11.2%
Sequential fraction of design power: 0%
Mapped Avg Cell Area: 20.9 um2
CP Capture Type: primary output
Worst path arrival time: 1.09 ns
Count leader, synth: mux4_2
Max VDD drop: 0.164 mV
Worst hold margin: 0.880 ns
Final TNS setup: -8.62 ns
Fin. max-slew vios: 0
Final setup fails: 32
Hold bufs inserted after CTS: 0
Tool warnings: 35
Pre-antenna DRT Iters: 2
Flip-flops: 0
Fmax: 775 MHz
CP required: 0.80 ns
Layout cells sized above 1: 36.0%
Max_slew headroom: 88.9%
CLK BUF: 0
Clock share of power: 0%
I/O pins: 162
Post-synth design cell area: 815 um2
Init Core Util: 11.8%
Post-DP Area: 0.00252 mm2
Top cells by area: mux4_2, buf_12, mux4_1
Fin crit period: 1.29 ns
Final period utilization: 129%
Final WL: 6440 um
==> cell families (layout without fill, tap and decap cells) <==
logic type / after synthesis / in the layout / share of synthesized area, %
buf+inv: 7 / 168 / 10.6
other cells: 0 / 3 / 0
mux: 32 / 32 / 89.4
==> final timing paths <==
kind                       start  endpoint  cells after the start
worst min-delay path    in00[18]   out[18]                      3
worst max-delay path  control[1]    out[0]                      4
==> routing by layer <==
metal	routed length, um	vias to the layer above	track usage [%]
li1	-	534	-
met1	2710	570	13.8
met3	902	0	6.09
met5	0	-	0
met2	2830	117	18.2
met4	0	0	0
==> power by group through the flow <==
| stage | clock network [mW] | registers [mW] | logic, mW |
|---|---|---|---|
| global route | 0.000000134 | 0 | 0.894 |
| finish | 0.000000401 | 0 | 0.821 |
| CTS | 0 | 0 | 0.841 |
==> stage by stage <==
step | util, % | worst slack [ns] | instances
floorplan | - | -0.0916 | 39
global placement | 36.5 | -0.930 | 294
detailed placement | 36.5 | -0.925 | 294
CTS | 33.1 | -0.305 | 296
global route | 33.1 | -0.331 | 297
finish | 33.2 | -0.290 | 299
==> final cells by class <==
class,instances,area (um2)
diodes,3,7.51
fillers,763,4620
multi-input cells,32,721
well taps,96,120
repair buffers,168,1440
==> layout by cell type, fill, tap and decap left out <==
cell type,n
mux4_2,32
diode_2,3
buf_12,4
buf_8,1
buf_16,2
dlygate4sd2_1,128
buf_6,1
buf_2,32
==> repair_timing <==
item | CTS | global route
gates resized | 246 | 0
endpoints found under the setup margin | 32 | 32
cloned | 2 | 0
buffers inserted | 0 | 0
Power figures rest on the tool's default switching activity, not on a simulated workload.
